`flow/run.sh`:
```
#!/bin/bash
# OpenROAD 26Q1-2900-gdf79404cd8, Yosys 0.63+post, stock flow scripts
make -C /OpenROAD-flow-scripts/flow DESIGN_CONFIG=/design/flow/config.mk WORK_HOME=/design/flow/orfs finish
```
`flow/config.mk`:
```
export PLATFORM = sky130hd
export DESIGN_NAME = ram
export DESIGN_NICKNAME = ram
export VERILOG_FILES = /design/flow/design.v
export SDC_FILE = /design/flow/constraint.sdc
export NUM_CORES = 4
export LEC_CHECK = 1
export CORE_UTILIZATION = 40
```
`flow/constraint.sdc`:
```
current_design ram

set clk_period 21.9
set clk_io_pct 0.2

create_clock -name clk0 -period $clk_period [get_ports {clk}]

set non_clock_inputs [all_inputs -no_clocks]
set_input_delay [expr $clk_period * $clk_io_pct] -clock clk0 $non_clock_inputs
set_output_delay [expr $clk_period * $clk_io_pct] -clock clk0 [all_outputs]
```
`flow/design.v`:
```
module ram(
    data_in,
    data_out,
    addr,
    enable,
    clk,
    write_en
);
input enable, write_en, clk;
input[15:0] data_in;
input[7:0] addr;
output reg[15:0] data_out;
reg[15:0] memory[0:255];
always @(posedge clk) begin
    if (enable == 1) begin
        if (write_en == 1) begin
            memory[addr] <= data_in;
            data_out <= data_in;
        end else begin
            data_out <= memory[addr];
        end
    end else begin
        data_out <= 15'bz;
    end
end
endmodule
```
==> ci_impl_report.md <==
## Synthesis and layout report

| Metric | Value |
|---|---|
| Fp util | `0.402` |
| Yosys cell count | `7087` |
| WHS | `between 1 and 1.5 ns` |
| Crit path max-delay family | `buffers and inverters` |
| Area leader, netlist | `edfxtp_1` |
| Clk slew on worst S/H paths | `approximately 0.060 ns` |
| CTS tree | `done` |
| Crit Path Max Fanout | `about 59` |
| YS warnings | `2` |
| Final WL | `468000 um` |
| TNS Setup | `0 ns` |
| Worst path slowest cell | `a22oi_1` |
| MUX share of area | `0.163` |
| Leak | `roughly 56 nW` |
| Most frequent CP cell | `buf_4` |
| Xor/xnor share | `0` |
| Sink Count | `slightly above 4000` |
| Vias in the first global route | `around 86000` |
| Row count | `230` |
| Reg2reg end | `data_out[15]$_SDFF_PN0_` |
| Seq/Total Area, Yosys | `0.780` |
| Minimum clock period | `between 9 and 10 ns` |
| Chip Area, Yosys | `158000 sq um` |
| Clock root cell | `clkbuf_16` |
| Max Clock Skew | `roughly 0.096 ns` |
| OpenROAD warning count | `30` |
| Setup Crit Path Kind | `in -> reg` |
| Worst Setup Start Kind | `input port` |
| Area leader share | `0.778` |
| Hold path cells | `4` |
| H-tree depth | `5` |
| Tot GR Track Use | `0.262` |
| Total CTS buffers | `414` |
| Count of library flops with an enable pin | `a little over 4000` |
| Initial antenna violation count | `20` |
| Fin. max-slew vios | `0` |
| Worst setup EP type | `flop` |
| Max Fclk | `108 MHz` |
| Die ar. | `398000 sq um` |
| CP Buf/Inv Count | `6` |
| Hpwl dp | `approximately 290000 um` |
| Synth-to-layout area growth | `14.2%` |
| # IOs | `between 40 and 50` |
| Maxcap violations | `0` |
| Die Y | `~630 um` |
| R2R Setup Slk | `18.42 ns` |
| Cell Pwr Density | `between 90 and 100 nW/um^2` |
| Average vias per placed instance | `between 5 and 6` |
| Hold-critical path endpoint | `data_out[8]$_DFF_P_` |
| Synth Area in Adders | `0` |
| Mean Syn Cell Area | `about 22 sq um` |
| Worst r2r src | `memory[139][15]$_DFFE_PP_` |
| DR iter-0 viols | `about 5700` |
| Ys flop type | `edfxtp_1` |
| Worst-margin pin slew | `around 1.4 ns` |
| I/O Buffers | `approximately 42` |
| Yosys simple share | `0.0210` |
| Pin count of the biggest net entering global routing | `roughly 110` |
| Worst path cell trace | `buf_16 > buf_4 > buf_4 > buf_4 > buf_4 > buf_4 > mux4_2 > mux4_2 > a22oi_1 > a21oi_1 > o32a_1` |
| Post-synth cell types | `between 60 and 70` |
| Worst hold path class | `reg -> reg` |
| Die X | `roughly 630 um` |
| Cell Area, Synth | `approximately 160000 sq um` |
| Switching pwr | `3.53 mW` |
| Cycle use final | `0.425` |
| Critical path depth | `11` |
| Switching Fraction | `0.217` |
| Synth flops | `4112` |
| Number of remaining DRC errors | `0` |
| CP arrival | `between 10 and 15 ns` |
| Total power | `16.3 mW` |
| Routed Antenna Nets | `0` |
| Setup violators final | `0` |
| Complex-gate fraction of the synthesized area | `0.0217` |
| RSZ-0062 raised after global routing | `false` |
| Biggest area cells | `edfxtp_1 (78%), mux4_2 (14%), mux2i_1 (1.8%)` |
| First-pass GRT wire length | `approximately 650000 um` |
| Peak VDD IR | `between 70 and 80 uV` |
| Min-delay src | `memory[97][8]$_DFFE_PP_` |
| Run status | `complete, no violations` |
| Synth logic family | `multiplexers` |
| Synth Instances | `between 7000 and 8000` |
| Clock group share of total power | `0.415` |
| Reg2Reg Depth | `7` |
| Post-CTS Setup Bufs | `0` |
| Worst Path Required | `about 23 ns` |
| Layout cell share with drive strength beyond 1 | `0.291` |
| Vias | `slightly below 80000` |
| Late-Pin Clk Latency | `approximately 1.0 ns` |
| Flop pwr share | `0.534` |
| Core Region | `just under 400000 sq um` |
| Grt ovf | `0` |
| Gpl congestion | `around 0.96` |
| P_int | `between 10 and 15 mW` |
| First drt pass iteration count | `5` |
| Clock buffer depth | `4` |
| WL/cell | `35.3 um` |
| Hold-fix buffers, CTS | `0` |
| Async set-reset flop share out of synthesis | `0` |
| Final tally of hold violations | `0` |
| Logic pwr share | `0.052` |
| Delay of the slowest cell on the worst path | `0.78 ns` |
| Max-slew headroom | `0.0452` |
| Post-CTS resize count | `0` |
-- metal layers --
metal  vias up  track usage  routed length, um
li1      31300            -                  -
met1     39400        0.273             131000
met2      6285        0.359             208000
met3      1023        0.252             103000
met4        42        0.100              24300
met5         -       0.0367               1610
-- cell families after synthesis --
kind of cell,count (synthesis)
flops,4112
compound gates,470
mux,1306
simple gates,772
buf+inv,427
-- area by class of cell --
class	instances	area (sq um)
multi-input combinational	2548	33100
timing repair buffer	590	4700
tap	5220	6530
clock inverter	213	1860
inverter	8	42.5
sequential	4112	123000
fill	31600	212000
clock buffer	539	11000
antenna	18	45.0
-- registers in the layout, indices dropped and copies added, names as in the netlist --
signal and count:
data_out 16, memory 4096
-- through the flow --
step | cells | util | area (sq um) | setup WS (ns)
final | 13200 | 0.460 | 181000 | 12.60
after global routing | 13200 | 0.459 | 180000 | 12.15
after CTS | 13200 | 0.459 | 180000 | 12.54
after detailed placement | 12500 | 0.427 | 168000 | 11.52
after global placement | 12500 | 0.427 | 168000 | 11.55
after floorplan | 7087 | - | 158000 | 14.65
-- cell usage after synthesis, types with 4 or more instances --
library cell,instances
a2111oi_0,6
a211oi_1,18
a21oi_1,49
a221oi_1,13
a22o_1,21
a22oi_1,106
a311oi_1,5
a31oi_1,30
a32o_1,13
a32oi_1,42
and2_1,10
and3_1,15
buf_1,44
buf_2,124
buf_4,74
buf_6,28
clkbuf_1,149
dfxtp_1,16
edfxtp_1,4096
inv_1,6
mux2_2,8
mux2i_1,283
mux4_2,1015
nand2_1,289
nand2b_1,9
nand3_1,62
nand4_1,17
nand4bb_1,4
nor2_1,298
nor2b_1,15
nor3_1,24
nor4_1,10
nor4bb_1,4
o2111ai_1,9
o211ai_1,14
o21ai_0,39
o221ai_1,5
o22a_1,5
o22ai_1,49
o311ai_0,4
o32a_1,4
o32ai_1,9
o41ai_1,4
-- worst register-to-register path, delay by kind of cell, from the launching register on --
kind / cells / cell delay (ns)
DFF: 1 / 0.33
AOI/OAI and AO/OA: 3 / 2.10
and+or+nand+nor: 1 / 0.43
muxes: 2 / 0.36
buffers and inverters: 1 / 0.25
-- placed cells by master, fill, tap and decap left out, types with 21 or more instances in the layout --
| cell | instances |
|---|---|
| clkinv_2 | 59 |
| a21oi_1 | 49 |
| a22oi_1 | 106 |
| a22o_1 | 21 |
| mux2i_1 | 283 |
| nor3_1 | 24 |
| a32oi_1 | 42 |
| nor2_1 | 145 |
| o22ai_1 | 49 |
| edfxtp_1 | 4096 |
| nand3_1 | 62 |
| a31oi_1 | 30 |
| clkbuf_1 | 117 |
| mux4_2 | 1015 |
| buf_4 | 541 |
| clkinv_1 | 98 |
| clkbuf_16 | 418 |
| bufinv_16 | 24 |
| o21ai_0 | 39 |
| nand2_1 | 273 |
| nor2_2 | 151 |
-- power by group through the flow --
stage | Clock, mW | Sequential (mW) | Combinational [mW]
4_1_cts | 6.83 | 8.68 | 0.831
5_1_grt | 7.13 | 8.68 | 0.882
6_report | 6.74 | 8.68 | 0.842
-- worst max-delay path by stage --
stage | from | endpoint | slack [ns]
after CTS | addr[0] | data_out[9]$_DFF_P_ | 12.54
final | addr[0] | data_out[9]$_DFF_P_ | 12.60
after global routing | addr[0] | data_out[9]$_DFF_P_ | 12.15
Power figures rest on the tool's default switching activity, not on a simulated workload.
