--- flow/design.v ---
typedef enum {  Q_BIT   = 0,
                D_BIT   = 1,
                N_BIT   = 2 } coin_bit;
typedef enum logic [2:0] {  QUARTER = 3'b001 << Q_BIT,
                            DIME    = 3'b001 << D_BIT,
                            NICKEL  = 3'b001 << N_BIT} coin_sensor; 
module sodamachine(
    input   logic       clock, reset,
    input   coin_sensor sensor,
    input   logic       button_press,
    output  logic       release_soda,
    output  logic[2:0]  change    
);
enum {  zero_BIT    = 0,
        total5_BIT  = 1,
        total10_BIT = 2,
        total15_BIT = 3,
        total20_BIT = 4,
        total25_BIT = 5,
        total30_BIT = 6,
        total35_BIT = 7,
        total40_BIT = 8,
        total45_BIT = 9,
        total50_BIT = 10 } state_bit ;
enum logic[10:0] {  ZERO_CENTS          = 11'b00000000001 << zero_BIT,
                    FIVE_CENTS          = 11'b00000000001  << total5_BIT,
                    TEN_CENTS           = 11'b00000000001  << total10_BIT,
                    FIFTEEN_CENTS       = 11'b00000000001  << total15_BIT,
                    TWENTY_CENTS        = 11'b00000000001  << total20_BIT,
                    TWENTYFIVE_CENTS    = 11'b00000000001  << total25_BIT,
                    THIRTY_CENTS        = 11'b00000000001  << total30_BIT,
                    THIRTYFIVE_CENTS    = 11'b00000000001  << total35_BIT,
                    FOURTY_CENTS        = 11'b00000000001  << total40_BIT,
                    FOURTYFIVE_CENTS    = 11'b00000000001  << total45_BIT,
                    FIFTY_CENTS         = 11'b00000000001  << total50_BIT }  state, next;
always_ff @(posedge clock, posedge reset) begin
    if (reset)  state <= ZERO_CENTS;
    else        state <= next;
end
always_comb begin: set_next_state
    next = state;
    unique case (1'b1)
        state[zero_BIT]: begin      if (sensor[Q_BIT]) next = TWENTYFIVE_CENTS;
                                    if (sensor[D_BIT]) next = TEN_CENTS;
                                    if (sensor[N_BIT]) next = FIVE_CENTS;
        end
        state[total5_BIT]: begin    if (sensor[Q_BIT]) next = THIRTY_CENTS;
                                    if (sensor[D_BIT]) next = FIFTEEN_CENTS;
                                    if (sensor[N_BIT]) next = TEN_CENTS;
        end
        state[total10_BIT]: begin   if (sensor[Q_BIT]) next = THIRTYFIVE_CENTS;
                                    if (sensor[D_BIT]) next = TWENTY_CENTS;
                                    if (sensor[N_BIT]) next = FIFTEEN_CENTS;
        end
        state[total15_BIT]: begin   if (sensor[Q_BIT]) next = FOURTY_CENTS;
                                    if (sensor[D_BIT]) next = TWENTYFIVE_CENTS;
                                    if (sensor[N_BIT]) next = TWENTY_CENTS;
        end
        state[total20_BIT]: begin   if (sensor[Q_BIT]) next = FOURTYFIVE_CENTS;
                                    if (sensor[D_BIT]) next = THIRTY_CENTS;
                                    if (sensor[N_BIT]) next = TWENTYFIVE_CENTS;
        end
        state[total25_BIT]: begin   if (sensor[Q_BIT]) next = FIFTY_CENTS;
                                    if (sensor[D_BIT]) next = THIRTYFIVE_CENTS;
                                    if (sensor[N_BIT]) next = THIRTY_CENTS;
        end
        state[total30_BIT]: if (button_press)   next = ZERO_CENTS;
        state[total35_BIT]: if (button_press)   next = ZERO_CENTS;
        state[total40_BIT]: if (button_press)   next = ZERO_CENTS;
        state[total45_BIT]: if (button_press)   next = ZERO_CENTS;
        state[total50_BIT]: if (button_press)   next = ZERO_CENTS;
    endcase
end: set_next_state
always_comb begin: set_outputs
    {release_soda, change} = 4'b0000;
    unique case (1'b1)
        state[zero_BIT]: begin release_soda = 0; change = 0; end
        state[total5_BIT]: begin release_soda = 0; change = 0; end
        state[total10_BIT]: begin release_soda = 0; change = 0; end
        state[total15_BIT]: begin release_soda = 0; change = 0; end
        state[total20_BIT]: begin release_soda = 0; change = 0; end
        state[total25_BIT]: begin release_soda = 0; change = 0; end
        state[total30_BIT]: begin release_soda = 1; change = 0; end
        state[total35_BIT]: begin release_soda = 1; change = 3'b001; end
        state[total40_BIT]: begin release_soda = 1; change = 3'b010; end
        state[total45_BIT]: begin release_soda = 1; change = 3'b011; end
        state[total50_BIT]: begin release_soda = 1; change = 3'b100; end
    endcase
end : set_outputs
endmodule
--- flow/run.sh ---
#!/bin/bash
# OpenROAD 26Q1-2900-gdf79404cd8, Yosys 0.63+post, stock flow scripts
make -C /OpenROAD-flow-scripts/flow DESIGN_CONFIG=/design/flow/config.mk WORK_HOME=/design/flow/orfs finish
--- flow/config.mk ---
export PLATFORM = sky130hd
export DESIGN_NAME = sodamachine
export DESIGN_NICKNAME = sodamachine
export VERILOG_FILES = /design/flow/design.v
export SDC_FILE = /design/flow/constraint.sdc
export NUM_CORES = 4
export LEC_CHECK = 1
export CORE_AREA = 10 10 70 70
export DIE_AREA = 0 0 80 80
--- flow/constraint.sdc ---
current_design sodamachine

set clk_period 2.0
set clk_io_pct 0.2

create_clock -name clk0 -period $clk_period [get_ports {clock}]

set non_clock_inputs [all_inputs -no_clocks]
set_input_delay [expr $clk_period * $clk_io_pct] -clock clk0 $non_clock_inputs
set_output_delay [expr $clk_period * $clk_io_pct] -clock clk0 [all_outputs]
==> run summary <==
Crit-path cells = nor4_2, or2b_1, dlygate4sd2_1
# port buffers = 9
Max Fclk = 550 MHz
Final setup fails = 0
CP delay by family, top = simple AND/OR/NAND/NOR gates
Antenna-violating nets left = 0
Status = complete, no violations
Row count = 21
Die W = 80 um
Max_cap viols = 0
Seq share, synth = 51.2%
Routed len/inst = 9.80 um
Crit path DAT = 1.42 ns
Slew Viols, Final = 0
Commonest non-fill, non-tap cell in the layout = dfrtp_1
CTS sink count = 10
Core Area = 3420 um2
Synth Instances = 47
Worst setup path startpoint = state[6]
Crit-path max FO = 2
Final global-route overflow total = 0
Unique cell types = 24
Worst Max-Slew Pin Slew = 0.425 ns
R2R Path Start = state[6]
Fp_density = 14.3%
Yosys Warn Count = 1
Largest net degree at the start of global routing = 11
Via count = 405
Reg-to-reg critical path endpoint = state[2]
Total power = 0.000546 W
Clock Path Buffers = 2
Final wirelength = 1.05 mm
Slowest CP cell = dfrtp_1
Clock skew = 0.00115 ns
RePlAce Congestion = 0.801
Cts hold-fix bufs = 0
# DRC = 0
Max-slew headroom = 71.6%
Vias per cell = 3.79
CP Data Required Time = 1.60 ns
Max IR drop VDD = 0.277 mV
Root Driver = clkbuf_4
Top cells by area = dfrtp_1 (51%), a221o_1 (4.1%), nand2_1 (3.8%), a22o_1 (3.6%), a22oi_1 (3.1%)
Initial antenna violation count = 0
Largest registers = state (10)
Area leader share = 51.2%
Yosys Instances = 47
Reg2Reg Depth = 4
Final hold violations = 0
Register bit count reported by yosys = 10
WP buf/inv = 1
Minimum clock period = 1.82 ns
Register-to-register setup slack = 0.69 ns
Max reg flops = 10
Biggest register = state
Area delta synth->final = 40.2%
Detailed-placement wirelength estimate = 824 um
Leakage = 0.291 nW
Hold Crit Class = primary input to asynchronous set/reset pin
I/O pin count = 10
WS Path Type = flip-flop to output pin
Layout cells sized above 1 = 19.7%
Clk slew on worst S/H paths = 0.06 ns
Initial DRT Pass Iterations = 4
Total CTS buffers = 3
GR Util All Layers = 3.59%
First-pass GRT wire length = 1.84 mm
N_diodes = 0
Chip Height = 80 um
Area leader, netlist = dfrtp_1
First DRT Iteration DRCs = 19
Worst stage delay on the critical path = 0.39 ns
Yosys stat area = 489 um2
Vias in the first global route = 407
Post-synthesis cell area = 489 um2
Top cells excl fill/tap = dfrtp_1 (10), clkdlybuf4s50_1 (8), nand2_1 (5)
Htree depth = 1
Pwr dens = 796 nW/um2
Clock latency on the worst-skew pair = 0.26 ns
Final Cycle Share = 90.9%
Crit. End Element = output pin
DIE AREA = 6400 um2
Syn avg cell area = 10.4 um2
Setup TNS = 0 ns
Critical Path Source Type = flip-flop
RSZ-0062 raised after global routing = no
CTS tree = built
Log Warnings = 25
[logic make-up after synthesis]
logic type | after synthesis | synth area share (%)
buffers and inverters | 6 | 4.86
AOI/OAI and AO/OA | 14 | 21.7
DFF | 10 | 51.2
muxes | 1 | 2.05
and+or+nand+nor | 16 | 20.2
[worst max path at each step]
stage                   to  cells past startpoint  slack, ns
global route  release_soda                      3       0.13
CTS           release_soda                      3       0.15
finish        release_soda                      3       0.18
[Yosys cell counts]
| cell | n |
|---|---|
| a21oi_1 | 2 |
| a221o_1 | 2 |
| a221oi_1 | 1 |
| a22o_1 | 2 |
| a22o_2 | 1 |
| a22oi_1 | 2 |
| buf_2 | 1 |
| clkbuf_1 | 1 |
| dfrtp_1 | 10 |
| inv_1 | 4 |
| mux2i_1 | 1 |
| nand2_1 | 5 |
| nand2b_1 | 1 |
| nand4b_1 | 1 |
| nor2_1 | 2 |
| nor2b_1 | 1 |
| nor3b_2 | 1 |
| nor4_1 | 1 |
| nor4_2 | 1 |
| o21ai_0 | 2 |
| o221ai_1 | 1 |
| o22ai_1 | 1 |
| or2_2 | 2 |
| or2b_1 | 1 |
[routing by layer]
metal	GRT usage (%)	vias to the layer above	wire length, um
li1	-	204	-
met1	4.82	184	481
met2	4.65	15	406
met3	2.73	2	155
met4	0.176	0	6
met5	0	-	0
[timing repair]
| action | in CTS | in global routing |
|---|---|---|
| setup buffers | 2 | 0 |
| resized | 1 | 0 |
| endpoints found under the setup margin | 1 | 0 |
[cell type report]
cell class                 instances  area [um2]
sequential                        10         250
clock buffer                       4        36.3
timing repair buffer              12         111
fill                             385        2730
inverter                           4        15.0
multi-input combinational         31         215
tap                               46        57.6
[worst register-to-register path: stages, from the launching register on]
cell	delay, ns
dfrtp_1	0.39
nor4_2	0.29
buf_4	0.15
nand4b_1	0.17
o221ai_1	0.23
[metrics by stage]
step / area [um2] / setup WS [ns] / hold slack, ns / utilization [%] / instances
final: 686 / 0.182 / 0.409 / 20.1 / 107
after CTS: 686 / 0.154 / 0.424 / 20.1 / 107
after floorplan: 489 / 0.729 / 0.240 / - / 47
after detailed placement: 636 / 0.216 / 0.517 / 18.6 / 101
after global placement: 636 / 0.267 / 0.518 / 18.6 / 101
after global routing: 686 / 0.128 / 0.435 / 20.1 / 107
[where the power goes]
group / internal, W / switching, W / total [W]
logic: 0.0000700 / 0.0000421 / 0.000112
registers: 0.000226 / 0.0000280 / 0.000254
clock network: 0.000111 / 0.0000688 / 0.000179
total: 0.000407 / 0.000139 / 0.000546
No activity file was given, so power comes from the tool's default toggle rates.
