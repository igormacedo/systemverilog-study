==> flow/design.v <==
module alu74181(
    input logic[3:0] s,
    input logic[3:0] a,
    input logic[3:0] b,
    input logic m, c_in,
    output logic[4:0] f
);
always_comb begin
    if (m) begin
        case (s)
            4'b0000 : f = ~a;
            4'b0001 : f = ~(a + b);
            4'b0010 : f = ~a & b;
            4'b0011 : f = '0;
            4'b0100 : f = ~(a & b);
            4'b0101 : f = ~b;
            4'b0110 : f = a ^ b;
            4'b0111 : f = a & ~b;
            4'b1000 : f = ~a + b;
            4'b1001 : f = ~(a ^ b);
            4'b1010 : f = b;
            4'b1011 : f = a & b;
            4'b1100 : f = 1;
            4'b1101 : f = a + ~b;
            4'b1110 : f = a + b;
            4'b1111 : f = a;
            default : f = '0;
        endcase
    end else begin
        case (s)
            4'b0000 : f = a + c_in;
            4'b0001 : f = a + b + c_in;
            4'b0010 : f = a + ~b + c_in;
            4'b0011 : f = -1 + c_in;
            4'b0100 : f = a + (a & ~b) + c_in;
            4'b0101 : f = (a + b) + (a & ~b) + c_in;
            4'b0110 : f = a - b - 1 + c_in;
            4'b0111 : f = (a & ~b) - 1 + c_in;
            4'b1000 : f = a + (a & b) + c_in;
            4'b1001 : f = a + b + c_in;
            4'b1010 : f = (a + ~b) + (a & b) + c_in;
            4'b1011 : f = (a & b) - 1 + c_in;
            4'b1100 : f = a + ( a << 1) + c_in;
            4'b1101 : f = (a + b) + a + c_in;
            4'b1110 : f = (a + ~b) + a + c_in;
            4'b1111 : f = a - 1 + c_in;
            default : f = '0;
        endcase
    end
end
endmodule
==> flow/run.sh <==
#!/bin/bash
# OpenROAD 26Q1-2900-gdf79404cd8, Yosys 0.63+post, stock flow scripts
make -C /OpenROAD-flow-scripts/flow DESIGN_CONFIG=/design/flow/config.mk WORK_HOME=/design/flow/orfs finish
==> flow/config.mk <==
export PLATFORM = sky130hd
export DESIGN_NAME = alu74181
export DESIGN_NICKNAME = alu74181
export VERILOG_FILES = /design/flow/design.v
export SDC_FILE = /design/flow/constraint.sdc
export NUM_CORES = 4
export LEC_CHECK = 1
export CORE_UTILIZATION = 30
==> flow/constraint.sdc <==
current_design alu74181

set clk_period 7.5
set clk_io_pct 0.2

create_clock -name clk0 -period $clk_period

set non_clock_inputs [all_inputs -no_clocks]
set_input_delay [expr $clk_period * $clk_io_pct] -clock clk0 $non_clock_inputs
set_output_delay [expr $clk_period * $clk_io_pct] -clock clk0 [all_outputs]
==> results.txt <==
Implementation numbers.

- The run finished with clean final reports.
- The fraction of the cycle the final worst path needs is between 90 and 100%.
- The power report puts the net switching power at 177 uW.
- Dividing the synthesized area by the synthesized cell count gives 7.26 um^2.
- The critical path in the final layout is reported with a setup slack of approximately 0.55 ns.
- The pin count of the biggest net entering global routing is 28.
- Net switching is between 50% and 60% of the power.
- The script parses the final routing iteration and logs DRC violations as 0.
- The worst-case setup slack after placement is 0.570 ns.
- The worst hold path endpoint is f[3].
- Counting the warning lines in the Yosys log gives 1.
- After layout, the minimum clock period comes to between 6 and 7 ns.
- Looking at the critical path, the highest net fanout was 12.
- The worst setup path is captured at an output pin.
- The final hold violation count recorded for this run is 0.
- The longest individual stage delay on the worst path is ~0.66 ns.
- The part of the power in the clock network is 0%.
- The overflow left after global routing is 0.
- In the routed layout, each cell is associated on average with a via count of approximately 6.1.
- The run reported a max-capacitance violation count of 0.
- For this sky-water flow run, the detailed-routed wirelength per cell is reported as ~22 um.
- Per Yosys stat, the portion of area used by sequential elements is 0%.
- The number of nets still failing antenna checks after routing is 0.
- The area of the core is roughly 10000 um^2.
- The number of global-route vias before repair was 3348.
- According to the I/O placement log, the pin count is 19.
- The internal power contribution is 125 uW.
- Warnings raised by the tools during the run amount to between 50 and 60.
- The layout overhead on the synthesized area is 10.9%.
- The final number of max-transition violations is 0.
- The floorplan core density is around a third.
- The critical path's slowest stage uses the library cell clkdlybuf4s50_1.
- For reference, the top cells by area after synthesis are ha_1, xnor2_1, fa_1.
- The leakage power is approximately 1.4 nW.
- The most frequently used library cell after synthesis is ha_1.
- The horizontal die size is 104 um.
- The estimated wirelength of the detail-placed design is 9.70 mm.
- 0 antenna diodes ended up in the layout.
- After clock tree synthesis, the setup repair step added 0 buffers.
- Per the detail_route report, the via count comes to between 3000 and 4000.
- The count of mapped cells out of synthesis is between 400 and 500.
- The achievable clock frequency is approximately 0.14 GHz.
- The part of the total power dissipated in sequential elements is 0%.
- The initialized floorplan defines 36 standard-cell rows.
- Setup repair after global routing left no endpoint under its margin.
- The peak supply drop is 32.6 uV.
- The chip occupies roughly 11000 um^2.
- The share of cells above drive strength 1 is under 10%.
- The count of distinct cell types in the synthesized netlist is just over 60.
- The portion of synthesized cell area occupied by the leading cell type is between 20% and 30%.
- The initial antenna violation count came to 0.
- The biggest area contributor in the post-synthesis netlist is ha_1.
- Once layout is done, the placed cells without fillers occupy roughly 3500 um^2.
- The die is between 100 and 150 um tall.
- The routed wire length is about 12 mm.
- The worst hold path passes through 6 cells.
- The worst min-delay path category is in -> out.
- The placer congestion estimate is ~1.0.
- The setup TNS after final layout is 0 ns.
- Cells fill approximately a third of the core in the end.
- The endpoint required time on the critical path is around 6 ns.
- Measured against its own limit, the worst slew margin works out to about two fifths.
- The first-pass GRT wire length is 19.9 mm.
- For the worst setup path, the data arrival time is around 5.5 ns.
- The category of the most critical setup path is in -> out.
- The number of iterations in the first detailed-routing pass is 5.
- The combinational power share is roughly 100%.
- The final number of setup-violating endpoints is 0.
- The type of element launching the critical path is an input port.
- The total cell area at the placement stage is around 3500 um^2.
- Per the log, the first TritonRoute iteration ended with a DRC count of 319.
- The flow reported a cell area power density of approximately 87 nW/um^2.
- The completed layout was analyzed and its total power is 302 uW.
- The number of cells in the yosys synthesis report is around 430.
- The area taken by sequential standard cells is reported as 0 um^2.
- Walking the worst path, the cells encountered are clkdlybuf4s50_1 -> ha_1 -> fa_1 -> xor2_1 -> ha_1 -> o211ai_1 -> nand2_1 -> xnor2_1 -> o32ai_1 -> a311oi_1 -> and3_1 -> o22ai_2 -> clkdlybuf4s50_1.
- In this run the cell area of the synthesized design comes to roughly 3100 um^2.
- The post-CTS hold buffer count recorded in the log is 0.
- The chip area in the Yosys report is roughly 3100 um^2.
- After clock tree synthesis, the repair step resized 0 gates.
- The count of input and output buffers is 19.
- Yosys reports that the most numerous cell types are ha_1, a21oi_1, nand2_1.
- The aggregate global-route resource usage is between 20% and 30%.
- The transition time recorded at the tightest slew-check pin is 0.920 ns.
- The total of clock buffers placed in the layout is 0.
- The hold path startpoint is a[3].
- According to the cell report, flip-flops and latches in the layout number 0.
-- cells in the final DEF (no fill, tap or decap), types with 10 or more instances in the layout --
cell             netlist  routed
a211oi_1              10      10
nand3_1               13      13
ha_1                  53      53
clkdlybuf4s50_1        0      19
nor2_1                29      29
fa_1                  10      10
nor3_1                12      12
inv_1                 25      25
buf_4                  3      14
nand2_1               35      35
o22ai_1               11      11
a21oi_1               35      35
o21ai_0               24      24
xnor2_1               23      23
xor2_1                12      12
-- metal layers --
layer / GRT usage [%] / vias up / part of all wire, %
met5: 0 / - / 0
met4: 7.76 / 0 / 3.9
met3: 3.96 / 33 / 9.6
met2: 35.2 / 200 / 42
met1: 35.7 / 1627 / 45
li1: - / 1595 / -
-- worst max-delay path, delay by kind of cell --
kind | cells | cell delay [ns]
xor+xnor | 2 | 0.59
buf+inv | 2 | 1.14
simple gates | 2 | 0.35
fa+ha+maj | 3 | 1.33
compound gates | 4 | 0.54
-- cell families (layout without fill, tap and decap cells) --
logic type / count (synthesis) / count (layout) / share of synthesized area [%]
AOI/OAI and AO/OA: 144 / 144 / 31.4
xor gates and xnor gates: 35 / 35 / 9.82
adders and majority gates: 63 / 63 / 27.6
buffers and inverters: 54 / 61 / 7.81
muxes: 7 / 7 / 2.24
and+or+nand+nor: 127 / 127 / 21.1
-- power groups by stage --
| stage | registers, mW | clock network [mW] | logic (mW) |
|---|---|---|---|
| after CTS | 0 | 0 | 0.295 |
| after global routing | 0 | 0 | 0.330 |
| final | 0 | 0 | 0.302 |
-- worst max-delay path by stage --
stage | startpoint | end | slack [ns]
4_1_cts | a[0] | f[3] | 0.57
5_1_grt | a[0] | f[3] | 0.36
6_report | a[0] | f[3] | 0.55
-- layout make-up --
type	instances	area, um^2
fill	1072	6450
inverter	27	101
multi-input combinational	376	2880
tap	133	166
timing repair buffer	34	315
-- stage by stage --
step | cells | hold slack [ns]
5_1_grt | 570 | 4.34
3_3_place_gp | 570 | 4.27
2_1_floorplan | 430 | 3.12
4_1_cts | 570 | 4.27
6_report | 570 | 4.26
3_5_place_dp | 570 | 4.26
No activity file was given, so power comes from the tool's default toggle rates.
